$ cat flow/design.v
(* dont_merge *) module DEMUX2
#(
  parameter DATA_PACKET_SIZE = 10
)
( 
    input clk,
	 input reset,
    input [(DATA_PACKET_SIZE-1):0] data_1,
	 input select,
	 output  reg [(DATA_PACKET_SIZE-1):0] out_1,
	 output  reg [(DATA_PACKET_SIZE-1):0] out_2
);
 always@(posedge clk)
 begin
  if(reset)
	   begin
		  out_2 <= 'bz;
		  out_1 <= 'bz;
		end  
   else	
    begin	
	  if(!select)
		begin
		  out_1 <= data_1;
		end		
	  else
	    if(select)
			begin
			  out_2 <= data_1;
			end
		 else
		  begin
		   out_2 <= 'bz;
		   out_1 <= 'bz;
		  end 
	 end	
 end
endmodule 
(* dont_touch="true" *) module DEMUX3
#(
  parameter DATA_PACKET_SIZE = 10
)
(
    input clk,
	 input reset,
    input [(DATA_PACKET_SIZE-1):0] data_1,
	input [1:0] select,
	 output  reg [(DATA_PACKET_SIZE-1):0] out_1,
	 output  reg [(DATA_PACKET_SIZE-1):0] out_2,
	 output  reg [(DATA_PACKET_SIZE-1):0] out_3
);
 always@(posedge clk)
 begin
  if(reset)
	   begin
		  out_1 <= 'bz;
		  out_2 <= 'bz;
		  out_3 <= 'bz;
		end  
   else	
    begin	
		  if(select==2'b0)
			  out_1 <= data_1;	  
		  else
		   if(select==2'b1) 
            out_2 <= data_1;
			else	
		    if(select==2'b10)
			    out_3 <= data_1;
			 else
		      begin
				  out_1 <= 'bz;
				  out_2 <= 'bz;
				  out_3 <= 'bz;
				end	 
 	 end 	
 end
endmodule 
(* dont_merge *) module MUX2
#(
  parameter DATA_PACKET_SIZE = 10
)
(
    input clk,
	 input reset,
    input [(DATA_PACKET_SIZE-1):0] data_1,
	 input [(DATA_PACKET_SIZE-1):0] data_2,
	 input select,
	 output reg [(DATA_PACKET_SIZE-1):0] out
);
 always@(posedge clk)
 begin
   if(reset)
	   out <='bz;
   else
    begin	
		  if(select==0)
			  out <= data_1;
		  else
		   if(select)  
			  out <= data_2;
			else
	     	 out <='bz;
 	 end 
 end
endmodule 
interface bus #(parameter DATA_PACKET_SIZE = 32); 
logic ready;  
logic valid; 
logic [(DATA_PACKET_SIZE-1):0] data;
 modport source (input ready, output data,valid); 
 modport sink (output ready, input data, valid); 
endinterface 
module MUX3
#(
  parameter DATA_PACKET_SIZE = 10
)
(
    input clk,
	 input reset,
    input [(DATA_PACKET_SIZE-1):0] data_1,
	 input [(DATA_PACKET_SIZE-1):0] data_2,
	 input [(DATA_PACKET_SIZE-1):0] data_3,
	 input [1:0]select,
	 output reg [(DATA_PACKET_SIZE-1):0] out
);
always@(posedge clk)
 begin
   if(reset)
	   out <='bz;
   else
    begin	
		  if(select==2'b0)
			  out <= data_1;	  
		  else
		   if(select==2'b1) 
            out <= data_2;
			else	
		    if(select==2'b10)
			    out <= data_3;
			 else	 
				 out <='bz;
 	 end 
 end
endmodule 
$ cat flow/run.sh
#!/bin/bash
# OpenROAD 26Q1-2900-gdf79404cd8, Yosys 0.63+post, stock flow scripts
make -C /OpenROAD-flow-scripts/flow DESIGN_CONFIG=/design/flow/config.mk WORK_HOME=/design/flow/orfs finish
$ cat flow/config.mk
export PLATFORM = sky130hd
export DESIGN_NAME = MUX3
export DESIGN_NICKNAME = MUX3
export VERILOG_FILES = /design/flow/design.v
export SDC_FILE = /design/flow/constraint.sdc
export NUM_CORES = 4
export LEC_CHECK = 1
export CORE_AREA = 10 10 70 70
export DIE_AREA = 0 0 80 80
$ cat flow/constraint.sdc
current_design MUX3

set clk_period 1.3
set clk_io_pct 0.2

create_clock -name clk0 -period $clk_period [get_ports {clk}]

set non_clock_inputs [all_inputs -no_clocks]
set_input_delay [expr $clk_period * $clk_io_pct] -clock clk0 $non_clock_inputs
set_output_delay [expr $clk_period * $clk_io_pct] -clock clk0 [all_outputs]
==> run summary <==
run results: Buf/Inv on CP 1, final instance area 935 sq um, TritonCTS clock tree built, fill count 378, Max Cap Violations 0, final WL 1490 um, vias per inst about 3.5, post-placement cell area 910 sq um, outcome finished clean, num ports 44, Syn Area/Cell 9.60 sq um, Mapped Cells about 43, vias post-DR roughly 460, Antenna Diode Count 0, Pint approximately 0.00065 W, FP Rows 21, vias in the first global route 516, Largest delay share family, worst path flip-flops, clock share of power 33.7%, Critical Path Sink Type output pin, Max-slew headroom 87.9%, port bufs 42, Worst-Margin Slew 177 ps, worst path arrival time around 800 ps, Sequential cell area 201 sq um, die x size 80 um, post-route ant nets 0, yosys cell count 43, post-place setup slack -47.4 ps, Cell Area, Synth about 410 sq um, Area Growth Syn to Fin 126%, Core ar. roughly 3400 sq um, VDD IR-drop max between 200 and 300 uV, crit path max fanout 1, timing-limited maximum frequency 0.946 GHz, RSZ-0062 raised after global routing false, initial antenna violation count 0, share of cells above drive strength 1 9.09%, CTS root buf clkbuf_4, htree depth 1, Final Hold Viols 0, critical path data required time approximately 1000 ps, global route overflow 0, max reg flops 10, total CTS buffers 3, Yosys reg bits 10, Multi-input gate area between 150 and 200 sq um, critical path, cell by cell dlygate4sd2_1, Min Hold Slack 532 ps, Reg clk slew, reported paths around 60 ps, Worst Setup Path Type register to output pin, P_sw roughly 0.00016 W, drt first pass iters 2, combinational share of power 24.2%, Ys Warns 15, CP startpoint kind register, # clock sinks 10, Leak Pwr 0.402 nW, worst setup margin between 200 and 250 ps, Max Slew Vio Count 0, Iter 0 DRT Violations 12, Max Root-Sink Buffers 2, sequential share of power 42.0%, count of tool warnings 26, largest net degree at the start of global routing 21, die area 6400 sq um, Seq/Total Area, Yosys 48.5%, Die Height 80 um, post-layout min period 1060 ps, synthesis area per yosys just over 400 sq um, Residual DRC 0, Wirelength per Cell 11.1 um, fp_density 12.1%, Final setup viols 0, Tcrit/Tclk final 81.3%, first-pass GRT wire length 2210 um, Placer Congestion 0.695, Largest regs out (10), Slowest-stage cell, CP dfxtp_2, Hold/Removal Path Class primary input to register, total track usage 4.45%, Largest Register out, hold_buf cts 0, Synth cell types 7, switch share 19.7%, CP max stage delay 310 ps, Cell Pwr Density 865 nW/um^2
## through the flow
| step | total power [W] | cells | TNS (ps) | util, % |
|---|---|---|---|---|
| after floorplan | 0.000395 | 43 | 0 | - |
| final | 0.000809 | 134 | 0 | 27.4 |
| after CTS | 0.000831 | 134 | 0 | 27.4 |
| after global placement | 0.000567 | 130 | -92.0 | 26.6 |
| after global routing | 0.000854 | 134 | 0 | 27.4 |
| after detailed placement | 0.000568 | 130 | -158 | 26.6 |
## synth_stat cells
| cell type | instances | area (sq um) |
|---|---|---|
| buf_2 | 2 | 10.0 |
| buf_6 | 1 | 11.3 |
| dfxtp_1 | 10 | 200 |
| mux2i_1 | 10 | 100 |
| nand2_1 | 10 | 37.5 |
| o21ai_1 | 9 | 45.0 |
| o21ai_2 | 1 | 8.76 |
## power by group through the flow
stage	logic (W)	clock network, W	registers, W
4_1_cts	0.000202	0.000288	0.000341
5_1_grt	0.000216	0.000295	0.000344
6_report	0.000196	0.000273	0.000340
## repair_timing
item | 4_1_cts | 5_1_grt
endpoints found under the setup margin | 10 | 0
gates resized | 11 | 0
setup buffers | 0 | 0
## cells in the final DEF (no fill, tap or decap), drive strengths merged
cell type,count
dfxtp,10
buf,2
o21ai,10
clkbuf,4
mux2i,10
nand2,10
dlygate4sd2,10
clkdlybuf4s50,32
## metal layers
layer  up-vias  wire [um]  track usage, %
met3         0        210            3.52
met1       201        533            4.33
met2        25        749            7.70
li1        237          -               -
met4         0          0               0
met5         -          0               0
## logic make-up after synthesis
group,after synthesis,synth area share (%)
mux,10,24.2
flops,10,48.5
compound gates,10,13.0
buf+inv,3,5.15
simple gates,10,9.09
## final cells by class
cell class / count / area share (%)
timing repair buffer: 44 / 47.9
sequential: 10 / 21.6
multi-input combinational: 30 / 20.5
tap: 46 / 6.16
clock buffer: 4 / 3.88
## worst paths after layout
check | start | endpoint | slack, ps | cells after the start
hold / removal | data_3[1] | out[1]$_DFF_P_ | 530 | 3
setup / recovery | out[1]$_DFF_P_ | out[1] | 240 | 1
Power is estimated from default activity; no workload was simulated.
